===== design/flow/design.v =====
`default_nettype none
module init_s_memory_state_machine(
        input logic clk,reset,
        output logic [7:0] address, data,
        output logic wren, done
);
logic count_enable, finish;
logic [7:0] counter_value;
logic [4:0] state, next_state;
parameter [4:0] IDLE = 5'b100_00,
                INIT_STATE = 5'b011_00,
                WRITE_TO_MEM = 5'b000_01,
                INCREMENT_COUNT = 5'b000_10,
                CHECK_IF_DONE = 5'b001_00,
                BUFFER_STATE = 5'b010_00;
initial state = INIT_STATE;
counter send_to_s(
    .clk(clk),
    .reset(reset),
    .count_enable(count_enable),
    .q(counter_value)
);
always_ff@(posedge clk or posedge reset)
    if(reset) state <= INIT_STATE;
    else state <= next_state;
always_comb
begin
    case(state)
    INIT_STATE: next_state = BUFFER_STATE;
    WRITE_TO_MEM: next_state = CHECK_IF_DONE;
    CHECK_IF_DONE:  if(finish) next_state = IDLE;
                    else next_state = INCREMENT_COUNT;
    INCREMENT_COUNT: next_state = BUFFER_STATE;
    BUFFER_STATE: next_state = WRITE_TO_MEM;
    IDLE: next_state = IDLE;
    default: next_state = INIT_STATE;
    endcase
end
assign finish = (counter_value == 8'hFF);
assign wren = state[0];
assign count_enable = state[1];
assign address = counter_value;
assign data = counter_value;
assign done = state[4];
endmodule
module counter
#(parameter N = 8, M = 24'd0)
(
            input logic clk, reset,count_enable,
            output logic [N-1:0] q
);
initial q = M;
always_ff@(posedge clk, posedge reset)
begin
    if(reset)   q <= 0;
    else if(count_enable) q <= q + 1'b1;
end
endmodule

===== design/flow/run.sh =====
#!/bin/bash
# OpenROAD 26Q1-2900-gdf79404cd8, Yosys 0.63+post, stock flow scripts
make -C /OpenROAD-flow-scripts/flow DESIGN_CONFIG=/design/flow/config.mk WORK_HOME=/design/flow/orfs finish

===== design/flow/config.mk =====
export PLATFORM = sky130hd
export DESIGN_NAME = init_s_memory_state_machine
export DESIGN_NICKNAME = init_s_memory_state_machine
export VERILOG_FILES = /design/flow/design.v
export SDC_FILE = /design/flow/constraint.sdc
export NUM_CORES = 4
export LEC_CHECK = 1
export CORE_AREA = 10 10 70 70
export DIE_AREA = 0 0 80 80

===== design/flow/constraint.sdc =====
current_design init_s_memory_state_machine

set clk_period 1.6
set clk_io_pct 0.2

create_clock -name clk0 -period $clk_period [get_ports {clk}]

set non_clock_inputs [all_inputs -no_clocks]
set_input_delay [expr $clk_period * $clk_io_pct] -clock clk0 $non_clock_inputs
set_output_delay [expr $clk_period * $clk_io_pct] -clock clk0 [all_outputs]

==> Implementation_results.wiki <==
== Run summary ==
{| class="wikitable"
! Metric !! Value
|-
| Post-DP HPWL || 1030 um
|-
| Total Routed Length || 1320 um
|-
| Max Freq || 653 MHz
|-
| Share of the synthesized area in the top cell type || around 42%
|-
| Classification of the worst setup path || flip-flop to output port
|-
| Antenna Cells || 0
|-
| Floorplan Utilization || 19.1%
|-
| Final setup margin || 0.0686 ns
|-
| Maximum capacitance violations || 0
|-
| Leak pwr || 0.320 nW
|-
| Count of antenna-violating nets left after detailed routing || 0
|-
| Clk buf depth || 2
|-
| H-Tree Depth || 1
|-
| Global-route congestion overflow total || 0
|-
| Period minus WS final || 1.53 ns
|-
| Register area share after synthesis || 50.3%
|-
| Data required time of the worst path || between 1 and 1.5 ns
|-
| GR met1 Demand/Resource || 5.75%
|-
| RSZ-0062 raised after global routing || no
|-
| Cell Area, Synth || 652 um2
|-
| Residual DRC || 0
|-
| Top area cells in the synthesized netlist || sky130_fd_sc_hd__dfrtp_1 (42%), sky130_fd_sc_hd__buf_4 (10%), sky130_fd_sc_hd__xnor2_1 (9.4%)
|-
| Standard cell with the maximum stage delay on the critical path || sky130_fd_sc_hd__clkdlybuf4s50_1
|-
| Yosys top cell by area || sky130_fd_sc_hd__dfrtp_1
|-
| Slew of the pin with the lowest slew margin || ~0.5 ns
|-
| Global Route Usage Sum || 4.07%
|-
| Number of cells in the yosys synthesis report || roughly 58
|-
| Io pins || 20
|-
| First-iteration detailed-routing DRC count || 44
|-
| Fin Setup TNS || 0 ns
|-
| Fraction of final layout cells sized beyond drive strength 1 || between 10% and 20%
|-
| Path category of the worst min-delay check || input port to async pin
|-
| Final Wtd Congestion || 0.770
|-
| Die height || 80 um
|-
| Ranking of synthesized cells by instance count || sky130_fd_sc_hd__dfrtp_1 (11), sky130_fd_sc_hd__buf_4 (9), sky130_fd_sc_hd__xnor2_1 (7), sky130_fd_sc_hd__nand4_1 (3), sky130_fd_sc_hd__nor2_1 (3)
|-
| Number of failing hold endpoints at the final stage || 0
|-
| R2r setup slk || 0.40 ns
|-
| Result of the run || complete, no violations
|-
| Worst Path Buf+Inv || 1
|-
| Tightest slew margin relative to the limit || between 60% and 70%
|-
| Cell type group with the largest total delay on the critical path || buffers and inverters
|-
| Standard cell area after detailed placement || 832 um2
|-
| Die outline width || 80 um
|-
| Chain of cells forming the critical path || clkdlybuf4s50_1
|-
| Number of synthesized register bits || 13
|-
| Count of non-filler cells in the finished layout || 118
|-
| Cells after synthesis || 58
|-
| Asr flop ratio synth || 100%
|-
| Post-Syn Area per Cell || 11.2 um2
|-
| Clock transition at path regs || about 0.08 ns
|-
| Worst Hold Margin || 0.368 ns
|-
| GR met3 Demand/Resource || 2.27%
|-
| Total design power || 536 uW
|-
| Number of core rows || 21
|-
| Total clock buffers created by CTS || 3
|-
| Via count of the first global-routing pass || 406
|-
| Die area || 0.00640 mm2
|-
| Crit-path max cell delay || 0.50 ns
|-
| Met2 GRT Util || 5.54%
|-
| Type of destination of the critical path || output port
|-
| Pin count of the biggest net entering global routing || 14
|-
| Wire length of the first global-routing pass || about 2100 um
|-
| Number of vias after detailed routing || 445
|-
| Library cell used as clock root buffer || sky130_fd_sc_hd__clkbuf_4
|-
| Worst slack, placed || 0.320 ns
|-
| Chip Area, Yosys || 652 um2
|-
| Worst voltage drop across the vdd grid || 0.311 mV
|-
| Port Buffer Count || 19
|-
| Synthesis warning total || 2
|-
| Layout Cell Area excl Fill || 863 um2
|-
| Worst clock skew || between 0.0015 and 0.002 ns
|-
| Worst-path maximum fanout || 5
|-
| Total iterations of the first detailed-routing run || 6
|-
| Clk sink count || 13
|-
| Startpoint type of the worst setup path || flip-flop
|-
| Clock latency on the worst-skew pair || 0.27 ns
|-
| Floorplan core area || 0.00342 mm2
|-
| CTS tree || built
|-
| Endpoint arrival time on the critical path || ~1.2 ns
|-
| Max-slew violation count || 0
|-
| Pwr/cell area || between 600 and 700 mW/mm2
|-
| Post-cts hold-fix buffer tally || 0
|-
| Period Utilization, post-route || 95.7%
|-
| Distinct cells, synth || 25
|-
| Utilization after layout || 25.3%
|-
| Antenna violations before repair || 0
|-
| Cell total after placement || 114
|-
| Highest-utilization routing layer at the global route stage || met1
|-
| Ys flop type || sky130_fd_sc_hd__dfrtp_1
|-
| Detailed-route wire length per cell || 11.2 um
|-
| Layout area overhead || 32.4%
|-
| Total tool warning count || 25
|-
| Count of library flops with an enable pin || 0
|-
| Routed via count divided by cell count || roughly 3.8
|-
| Count of final setup violators || 0
|-
| Yosys top cell by instances || sky130_fd_sc_hd__dfrtp_1
|}
## registers in the layout (all words and copies together), names as in the netlist
name / cells
send_to_s.q: 8
state: 5
## path summary, 6_finish.rpt
kind / start / end / cells after the start
max: send_to_s.q[0] / address[0] / 1
min: reset / send_to_s.q[3] / 2
max reg2reg: state[1] / send_to_s.q[5] / 3
min reg2reg: send_to_s.q[5] / send_to_s.q[5] / 1
max in group asynchronous: reset / state[4] / 2
min in group clk0: send_to_s.q[5] / send_to_s.q[5] / 1
## metal layers
layer  up-vias  share of wire (%)
met3         2                 14
li1        223                  -
met1       198                 47
met5         -                  0
met4         0               0.53
met2        22                 37
## where the power goes
part / internal [mW] / switching [mW] / leakage, nW
sequential: 0.328 / 0 / 0.154
clock: 0.0966 / 0.103 / 0.0150
combinational: 0.00226 / 0.00647 / 0.151
## what timing repair did
item,CTS,global route
buffers inserted,0,0
resized,0,4
endpoints found under the setup margin,0,6
## cell families after synthesis
logic type,after synthesis,synth area share (%)
simple gates,20,19.4
flops,13,50.3
buf+inv,10,10.9
xor+xnor,8,10.7
compound gates,5,4.99
mux,1,1.73
fa+ha+maj,1,1.92
## cell usage in the layout, fill, tap and decap left out, drive strengths merged, types with 2 or more instances in the layout
cell           netlist  routed
o21ai                2       2
nand4                3       3
xnor2                7       7
nor3b                2       2
nand2                2       2
nand3b               2       2
dfstp                2       2
clkbuf               0       4
dfrtp               11      11
clkdlybuf4s50        0      19
nand3                2       2
and3                 2       2
nor2                 3       3
## layout make-up
cell class | instances | area [um2]
flip-flops and latches | 13 | 333
fillers | 367 | 2550
multi-input cells | 35 | 253
inverters | 1 | 3.75
well taps | 46 | 57.6
clock buffers | 4 | 26.3
repair buffers | 19 | 190
No activity file was given, so power comes from the tool's default toggle rates.
