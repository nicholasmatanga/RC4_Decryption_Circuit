### /design/flow/run.sh
#!/bin/bash
# OpenROAD 26Q1-2900-gdf79404cd8, Yosys 0.63+post, stock flow scripts
make -C /OpenROAD-flow-scripts/flow DESIGN_CONFIG=/design/flow/config.mk WORK_HOME=/design/flow/orfs finish
### /design/flow/design.v
`default_nettype none
module init_s_memory_state_machine(
        input logic clk,reset,
        output logic [7:0] address, data,
        output logic wren, done
);
logic count_enable, finish;
logic [7:0] counter_value;
logic [4:0] state, next_state;
parameter [4:0] IDLE = 5'b100_00,
                INIT_STATE = 5'b011_00,
                WRITE_TO_MEM = 5'b000_01,
                INCREMENT_COUNT = 5'b000_10,
                CHECK_IF_DONE = 5'b001_00,
                BUFFER_STATE = 5'b010_00;
initial state = INIT_STATE;
counter send_to_s(
    .clk(clk),
    .reset(reset),
    .count_enable(count_enable),
    .q(counter_value)
);
always_ff@(posedge clk or posedge reset)
    if(reset) state <= INIT_STATE;
    else state <= next_state;
always_comb
begin
    case(state)
    INIT_STATE: next_state = BUFFER_STATE;
    WRITE_TO_MEM: next_state = CHECK_IF_DONE;
    CHECK_IF_DONE:  if(finish) next_state = IDLE;
                    else next_state = INCREMENT_COUNT;
    INCREMENT_COUNT: next_state = BUFFER_STATE;
    BUFFER_STATE: next_state = WRITE_TO_MEM;
    IDLE: next_state = IDLE;
    default: next_state = INIT_STATE;
    endcase
end
assign finish = (counter_value == 8'hFF);
assign wren = state[0];
assign count_enable = state[1];
assign address = counter_value;
assign data = counter_value;
assign done = state[4];
endmodule
module counter
#(parameter N = 8, M = 24'd0)
(
            input logic clk, reset,count_enable,
            output logic [N-1:0] q
);
initial q = M;
always_ff@(posedge clk, posedge reset)
begin
    if(reset)   q <= 0;
    else if(count_enable) q <= q + 1'b1;
end
endmodule
`default_nettype none
module decryption_state_machine(
            input logic clk, start_machine, outer_finish,
            input logic [7:0] encrypted_input,
            input logic [7:0] from_s_memory,
            output logic [7:0] decrypted_output,
            output logic [7:0] data, address, 
            output logic [4:0] rom_address,
            output logic [4:0] result_ram_address,
            output logic wren, result_ram_wren, reset, secret_enable, finish
);
logic count_enable, done, is_valid;
logic [4:0] k_index;
logic [7:0] i_index;
logic [7:0] j_index;
logic [7:0] f_index;
logic [7:0] modded_address;
logic [7:0] sum_j_result;
logic [7:0] sum_i_result;
logic [7:0] si_value;
logic [7:0] sj_value;
logic [10:0] state, next_state;
parameter [10:0] WAIT = 11'b00000_000000,
                INCREMENT_I_INDEX = 11'b00001_000000,
                WAIT_FOR_INC_I = 11'b00010_000000,
                WAIT_FOR_READ = 11'b00011_000000,
                SUM_J_INDEX = 11'b00100_000000,
                WAIT_FOR_SUM_J = 11'b00101_000000,
                FETCH_SI = 11'b00110_000000,
                WAIT_FOR_SI_READ = 11'b00111_000000,
                SWAP_TO_SJ_ADDRESS = 11'b01000_000100,
                FETCH_SJ = 11'b01001_000100,
                WRITE_SI_TO_SJ = 11'b01010_000101,
                WAIT_TO_SJ = 11'b01011_000101,
                WAIT_ANOTHER_SJ = 11'b01100_000101,
                SWAP_TO_SI_ADDRESS = 11'b01101_000000,
                WRITE_SJ_TO_SI = 11'b01110_000001,
                WAIT_TO_SI = 11'b01111_000001,
                COMPUTE_MOD_ADDRESS = 11'b10000_000000,
                FETCH_FROM_MOD_ADDRESS = 11'b10001_100000,
                GIVE_TO_F = 11'b10010_100000,
                WAIT_FOR_F = 11'b10011_000000,
                DO_XOR = 11'b10100_000000,
                WRITE_TO_RESULT_RAM = 11'b10101_010000,
                WAIT_FOR_RESULT_RAM = 11'b10110_010000,
                CHECK_IF_DONE = 11'b10111_000000,
                INCREMENT_K_INDEX = 11'b11000_000010,
                FINISHED = 11'b11001_000000,
                BUFFER_STATE = 11'b11010_000000,
                CHECK_VALID = 11'b11011_000000,
                KEY_ENABLE = 11'b11100_000000,
                RESET_ALL = 11'b11110_001000,
                ELSE_FINISH = 11'b11111_000000;
counter #(5) decrypt_counter(
        .clk(clk),
        .reset(reset),
        .count_enable(count_enable),
        .q(k_index)
);
always_ff@(posedge clk)
begin
    if(reset) state <= WAIT;
    else state <=next_state;
end
always_ff@(posedge clk or posedge reset)
begin
    if(reset) i_index <= 0;
    else i_index <= sum_i_result;
end
always_ff@(posedge clk or posedge reset)
begin
    if(reset) j_index <= 0;
    else j_index <= sum_j_result;
end
always_comb
begin
     case(state)
    WAIT:   if(start_machine) next_state = INCREMENT_I_INDEX;
            else next_state = WAIT;
    INCREMENT_I_INDEX: next_state = WAIT_FOR_INC_I;
    WAIT_FOR_INC_I: next_state = WAIT_FOR_READ ;
    WAIT_FOR_READ: next_state = SUM_J_INDEX;
    SUM_J_INDEX: next_state = WAIT_FOR_SUM_J;
    WAIT_FOR_SUM_J: next_state = FETCH_SI;
    FETCH_SI: next_state = WAIT_FOR_SI_READ;
    WAIT_FOR_SI_READ: next_state = SWAP_TO_SJ_ADDRESS;
    SWAP_TO_SJ_ADDRESS: next_state = FETCH_SJ;
    FETCH_SJ: next_state = WRITE_SI_TO_SJ;
    WRITE_SI_TO_SJ: next_state = WAIT_TO_SJ;
    WAIT_TO_SJ: next_state = WAIT_ANOTHER_SJ;
    WAIT_ANOTHER_SJ: next_state = SWAP_TO_SI_ADDRESS;
    SWAP_TO_SI_ADDRESS: next_state = WRITE_SJ_TO_SI;
    WRITE_SJ_TO_SI: next_state = WAIT_TO_SI;
    WAIT_TO_SI: next_state = COMPUTE_MOD_ADDRESS;
    COMPUTE_MOD_ADDRESS: next_state = FETCH_FROM_MOD_ADDRESS;
    FETCH_FROM_MOD_ADDRESS: next_state = GIVE_TO_F;
    GIVE_TO_F: next_state = WAIT_FOR_F;
    WAIT_FOR_F: next_state = DO_XOR;
    DO_XOR: next_state = BUFFER_STATE;
    BUFFER_STATE: next_state = CHECK_VALID;
    CHECK_VALID:    if(is_valid) next_state = WRITE_TO_RESULT_RAM;
                    else next_state = KEY_ENABLE;
    KEY_ENABLE: next_state = RESET_ALL;
    RESET_ALL: next_state = WAIT;
    WRITE_TO_RESULT_RAM: next_state = WAIT_FOR_RESULT_RAM;
    WAIT_FOR_RESULT_RAM: next_state = CHECK_IF_DONE;
    CHECK_IF_DONE:  if(done) next_state = FINISHED;
                    else if(outer_finish) next_state = ELSE_FINISH;
                    else next_state = INCREMENT_K_INDEX;
    INCREMENT_K_INDEX: next_state = INCREMENT_I_INDEX;
    FINISHED: next_state = FINISHED;
    ELSE_FINISH: next_state = ELSE_FINISH;
    default: next_state = WAIT;
    endcase
end
always@(posedge clk)
begin
    if(reset)
        begin
            sum_i_result <= 0;
            sum_j_result <= 0;
            si_value <= 0;
            sj_value <= 0;
            data <= 0;
            modded_address <= 0;
            f_index <= 0;
            decrypted_output <= 0;
        end
    case(state)
    INCREMENT_I_INDEX:  sum_i_result <= i_index + 1'b1;
    SUM_J_INDEX: sum_j_result <= j_index + from_s_memory; 
    FETCH_SI: si_value <= from_s_memory;
    FETCH_SJ: sj_value <= from_s_memory;
    WRITE_SI_TO_SJ: data <= si_value;
    WRITE_SJ_TO_SI: data <= sj_value;
    COMPUTE_MOD_ADDRESS: modded_address <= si_value + sj_value;
    GIVE_TO_F: f_index <= from_s_memory;
    DO_XOR: decrypted_output <= f_index ^ encrypted_input;
    endcase
end
assign done = (k_index == 5'b11111);
assign is_valid = ((decrypted_output >= 32'd97)&&(decrypted_output <= 32'd122)) | (decrypted_output == 32'd32);
assign wren = state[0];
assign count_enable = state[1];
assign address = state[5] ? modded_address : (state[2] ? j_index : i_index);
assign rom_address = k_index;
assign result_ram_address = k_index;
assign result_ram_wren = state[4];
assign finish = (state == FINISHED);
assign reset = state[3];
assign secret_enable = (state == KEY_ENABLE);
endmodule
### /design/flow/constraint.sdc
current_design decryption_state_machine

set clk_period 2.7
set clk_io_pct 0.2

create_clock -name clk0 -period $clk_period [get_ports {clk}]

set non_clock_inputs [all_inputs -no_clocks]
set_input_delay [expr $clk_period * $clk_io_pct] -clock clk0 $non_clock_inputs
set_output_delay [expr $clk_period * $clk_io_pct] -clock clk0 [all_outputs]
### /design/flow/config.mk
export PLATFORM = sky130hd
export DESIGN_NAME = decryption_state_machine
export DESIGN_NICKNAME = decryption_state_machine
export VERILOG_FILES = /design/flow/design.v
export SDC_FILE = /design/flow/constraint.sdc
export NUM_CORES = 4
export LEC_CHECK = 1
export CORE_UTILIZATION = 50
==> results.txt <==
Summary of implementation figures.

Floorplanning
The overall die height is 102 um. The floorplan step defined a core boundary enclosing 9770 um^2. The chip occupies 10,500 um^2.

The effective utilization at floorplan is 51.4%. The number of core rows is 36. The count of boundary I/O pins is 58. The die span in x is 102 um.

Outcome
The flow ran to the end, and the final reports show no timing, DRC or antenna violations.

CTS
Looking at the clock tree report, the root buffer type is sky130_fd_sc_hd__clkbuf_8. TritonCTS created 9 clock buffers. The clock-pin transition on the worst setup and hold timing paths is 0.09 ns. Per the CTS log, the buffer count on the longest clock path is 2. At the later pin of the worst-skew pair, clock insertion delay measures 0.36 ns. The clock net sink count is 96. The number of gates resized after cts is 1.

The H-tree was split into 3 levels. The post-CTS setup buffer count is 0. The TritonCTS clock tree is done.

The report puts the hold buffer count at CTS at 0.

Critical path
The capturing element of the worst setup path is secret_enable. Logic depth along the worst register-to-register path is recorded as 6. The worst-path maximum fanout is 10. The reg-to-reg setup timing slack is 0.55 ns.

In this run the critical register-to-register path is launched from state[5]. The sort of element at the start of the critical path is a flop. The required time reported for the critical path endpoint is 2.16 ns.

The endpoint kind of the worst setup timing path is an output port. The capture point of the worst register-to-register path is recorded as state[9]. The data arrival time at the worst-slack endpoint is 2.02 ns.

The critical path is of the flop to output port type. The worst setup path startpoint is state[4].

Job
In this run the tools logged warnings totalling 26. The reported max-cap violation count is 0.

Timing
Setup repair after global routing left no endpoint under its margin. The final setup violation count is 0. After layout, the setup clock skew is reported as 0.0102 ns. The final timing report lists a hold violation count of 0. The final critical path takes up 94.9% of the cycle.

The pin closest to its max-slew limit shows a slew of 0.689 ns. Measured against its own limit, the worst slew margin works out to 54.0%. Based on the critical path, the design can be clocked at up to 390 MHz. The final timing report derives a shortest allowable period of 2.56 ns.

The tightest hold margin is 0.355 ns. The final number of max-transition violations is 0. Setup total negative slack on the finished layout was measured at 0 ns.

Synth
By area the synthesized netlist is led by sky130_fd_sc_hd__edfxtp_1 38%, sky130_fd_sc_hd__dfrtp_1 10%, sky130_fd_sc_hd__dfxtp_1 4.4%. After technology mapping, the gate count stands at 457. Once synthesis finished, the tally of register bits stood at 96. The most common flop cell mapped by yosys is sky130_fd_sc_hd__edfxtp_1. The post-synth count of flops with an enable pin is 64. In this run, distinct cell masters in the synthesized netlist total 61.

Warnings reported by Yosys during synthesis add up to 2. The post-synthesis chip area from yosys is 5020 um^2. The largest total area in the synthesized netlist belongs to sky130_fd_sc_hd__edfxtp_1. In this run the biggest area consumer among cell types represents 38.2% of the synthesized area. The netlist area before placement is 5020 um^2.

The average cell area after synthesis is 11.0 um^2. After synthesis, the share of flip-flops with an asynchronous set or reset is 21.9%. The cell total in the yosys stat output is 457.

After synthesis, flip-flops and latches occupy 53.1% of the total area.

Layout
state holds more flip-flops than any other register. The count of cells in the finished layout, fillers not included, comes to 663. The post-route utilization of the core is recorded as 61.6%.

The number of flip-flops in the largest register is 11. Cells with a size suffix above 1 make up 11.5% of the layout. Between the synthesized netlist and the finished layout, the area growth was recorded as 19.8%.

Detailed routing
For this sky-water flow run, the detailed-routed wirelength per cell is reported as 17.3 um. The count of inserted antenna diode cells is 0. For this block, the initial DRC count from the detailed router was 171. The number of remaining DRC errors is 0. The routed layout has 3,629 vias. Per the detailed-route log, wirelength across all metal layers totals 11,400 um. The remaining antenna violation count after routing is 0. The number of vias per cell after detailed routing is 5.47. The first-pass detailed-route iteration total is 4.

Placed design
The number of buffer cells added on primary ports is 57. The detailed placement HPWL is 8490 um. The total instance count after detailed placement is 647.

The final RePlAce weighted congestion is 0.902.

GRT
After global routing the overflow that remains totals 0. The number of antenna violations at the first check in global routing is 1. The first global-routing pass estimated 18,000 um of wire. Entering global routing, the biggest net connects 21 pins.

Global routing consumed, over all layers together, 24.4% of the routing resources. The number of global-route vias before repair was 3,423.

Power and ir drop
The overall power after layout is 0.00449 W. Per the OpenROAD power report, leakage power amounts to 2.27 nW. The largest voltage drop on the vdd net is 0.369 mV. Dividing total power by cell area gives a power density of 746 nW/um^2.

Worst hold path
The worst min-delay path class is flop to flop.
==> cells in the final DEF, fill, tap and decap left out, drive strengths merged, types with 4 or more instances in the layout <==
cell type / netlist / routed
nor4: 6 / 6
o21ai: 22 / 22
nand3: 13 / 13
and2: 22 / 22
nor2b: 11 / 11
nand2b: 4 / 4
edfxtp: 64 / 64
nor3: 18 / 18
buf: 19 / 23
nand4b: 4 / 4
clkbuf: 4 / 10
mux2i: 9 / 9
clkdlybuf4s50: 0 / 57
ha: 17 / 17
or2: 4 / 4
nand2: 39 / 39
dfrtp: 21 / 21
dfxtp: 11 / 11
nand4: 8 / 8
xnor2: 16 / 16
inv: 15 / 18
nor2: 50 / 50
a21oi: 14 / 14
a22o: 9 / 9
xor2: 12 / 12
==> worst min-delay path by stage <==
stage | startpoint | to | slack [ns] | depth (start not counted)
6_report | sum_j_result[3] | j_index[3] | 0.35 | 0
5_1_grt | sum_i_result[5] | i_index[5] | 0.36 | 0
4_1_cts | sum_j_result[3] | j_index[3] | 0.36 | 0
==> worst max-delay path: stages, from the launching register on <==
cell,delay [ns]
sky130_fd_sc_hd__dfxtp_1,0.43
sky130_fd_sc_hd__nor4_1,0.36
sky130_fd_sc_hd__and2_1,0.22
sky130_fd_sc_hd__nand2_1,0.09
sky130_fd_sc_hd__nor2_1,0.10
sky130_fd_sc_hd__clkdlybuf4s50_1,0.48
==> stage by stage <==
stage               cell area (um^2)  worst slack (ns)
floorplan                       5020             0.690
global placement                5800            0.0820
finish                          6020             0.137
CTS                             6020            0.0653
global route                    6020            0.0114
detailed placement              5800            0.0738
==> power breakdown <==
part	internal [W]	switching (W)
clock	0.000495	0.000527
sequential	0.00182	0.000188
combinational	0.000641	0.000812
==> synthesized netlist by cell type (4+ instances only) <==
library cell,count
sky130_fd_sc_hd__a21oi_1,14
sky130_fd_sc_hd__xor2_1,12
sky130_fd_sc_hd__nor2_1,49
sky130_fd_sc_hd__dfrtp_1,21
sky130_fd_sc_hd__dfxtp_1,11
sky130_fd_sc_hd__nor3_1,15
sky130_fd_sc_hd__nor4_1,5
sky130_fd_sc_hd__o21ai_0,22
sky130_fd_sc_hd__nand3_1,11
sky130_fd_sc_hd__nand4_1,7
sky130_fd_sc_hd__ha_1,17
sky130_fd_sc_hd__or2_2,4
sky130_fd_sc_hd__a22o_1,9
sky130_fd_sc_hd__nand2b_1,4
sky130_fd_sc_hd__buf_4,7
sky130_fd_sc_hd__nor2b_1,11
sky130_fd_sc_hd__nand4b_1,4
sky130_fd_sc_hd__buf_2,8
sky130_fd_sc_hd__inv_1,15
sky130_fd_sc_hd__and2_1,22
sky130_fd_sc_hd__nand2_1,38
sky130_fd_sc_hd__xnor2_1,16
sky130_fd_sc_hd__edfxtp_1,64
sky130_fd_sc_hd__mux2i_1,9
==> final cells by class <==
class | count | area (um^2)
inverter | 15 | 56.3
fill | 773 | 3760
multi-input combinational | 323 | 2160
timing repair buffer | 80 | 743
clock inverter | 6 | 70.1
sequential | 96 | 2670
tap | 133 | 166
clock buffer | 10 | 149
==> cells by family (layout without fill, tap and decap cells) <==
logic type	count (synthesis)	count (layout)	share of synthesized area (%)
adders and majority gates	19	19	5.03
xor gates and xnor gates	28	28	4.88
muxes	11	11	2.24
DFF	96	96	53.1
and+or+nand+nor	195	195	21.7
buffers and inverters	38	111	3.88
AOI/OAI and AO/OA	70	70	9.19
==> layer usage <==
layer	global-route usage, %	up-vias	share of wire [%]	routed length [um]
met5	0	-	0.11	13
met4	3.96	2	1.7	191
met3	4.31	12	5.1	585
met2	35.6	111	45	5110
met1	41.3	1723	48	5550
li1	-	1781	-	-
Power figures rest on the tool's default switching activity, not on a simulated workload.
